## flow/run.sh

```bash
#!/bin/bash
# OpenROAD 26Q1-2900-gdf79404cd8, Yosys 0.63+post, stock flow scripts
make -C /OpenROAD-flow-scripts/flow DESIGN_CONFIG=/design/flow/config.mk WORK_HOME=/design/flow/orfs finish
```

## flow/config.mk

```make
export PLATFORM = sky130hd
export DESIGN_NAME = InstReg
export DESIGN_NICKNAME = InstReg
export VERILOG_FILES = /design/flow/design.v
export SDC_FILE = /design/flow/constraint.sdc
export NUM_CORES = 4
export LEC_CHECK = 1
export CORE_AREA = 10 10 70 70
export DIE_AREA = 0 0 80 80
```

## flow/design.v

```verilog
`timescale 1ns / 1ps
module InstReg(addr_mode,opcode,address,clk,ins);
    input clk;
    input [15:0] ins;
    output reg addr_mode;
    output reg [4:0] opcode;
    output reg [9:0] address;
    always @(posedge clk) begin
        addr_mode <= ins[15];
        opcode <= ins[14:10];
        address <= ins[9:0];
    end
endmodule
```

## flow/constraint.sdc

```tcl
current_design InstReg

set clk_period 1.0
set clk_io_pct 0.2

create_clock -name clk0 -period $clk_period [get_ports {clk}]

set non_clock_inputs [all_inputs -no_clocks]
set_input_delay [expr $clk_period * $clk_io_pct] -clock clk0 $non_clock_inputs
set_output_delay [expr $clk_period * $clk_io_pct] -clock clk0 [all_outputs]
```

==> flow_summary.ini <==
; implementation run metrics
[status]
run_status = completed

[global_routing]
grt_overflow = 0
grt_pass1_vias = 283
antenna_found_initial = 0
grt_max_degree = 9
track_usage_pct = 3.201
grt_pass1_wl_mm = 1.566

[floorplan]
core_area_um2 = 3416
row_count = 21
ioPinCount = 33
die_x_um = 80
fp-utilization_pct = 9.377
die_y_um = 80
dieArea_um2 = 6400

[final_timing]
min_period_ns = 0.9598
slew_headroom_pct = 93.90
tns_ns = 0
holdWs_ns = 0.3492
rsz0062_at_grt = false
max_freq_ghz = 1.042
maxSlewViolCount = 0
period_used_pct = 95.98
hold_violations = 0
worst_slew_pin_slew_ns = 0.09143
finalSetupViolCount = 0

[worst_setup_path]
worstPathRequired_ns = 0.80
cpMaxStageDelayCell = dfxtp_1
path_cells = clkdlybuf4s15_1
cp-start-kind = flip-flop
crit_buf_inv = 1
end_kind = primary output
critPathMaxStageDelay_ns = 0.31
worstPathArrival_ns = 0.76
crit_type = flip-flop to primary output
path_max_fanout = 1
path_delay_family = flip-flops

[clocking]
post-cts-setup-buffer-count = 0
numCtsBuffers = 3
clock_sinks = 16
clk_pin_slew_ns = 0.09
cts_max_path_buffers = 2
tritoncts = yes
cts_root_buf = clkbuf_4
h-tree-depth = 1

[run]
tool_warnings = 25
maxCapViolCount = 0

[cells_and_area]
drive_gt1_share_pct = 27.45
area_growth_pct = 111.7
nFillCells = 388
nMultiInputCombCells = 0
comb_area_um2 = 0

[placed_design]
io_buffer_count = 32
place.gp.congestion = 0.6805

[worst_hold_path]
min_path_type = input pin to flip-flop
min-delay-start = ins[14]
holdPathEnd = opcode[4]
whs_path_depth = 1

[route]
vias_per_cell = 2.515
avgRoutedWirePerCell_um = 10.58
via_count = 244
diodes = 0
ant_nets = 0
dr.first_iter.drc_count = 2
firstDrtPassIters = 2
drcViolationCount = 0
drt_wl_total_mm = 1.026

[pwr]
power_density_nw_per_um2 = 1611
ir_worst_vdd_mv = 0.3522
p_leak_nw = 0.2805

[synthesis]
synth_top_area_share_pct = 100.0
top_area_cell = dfxtp_1
topCellsByArea = dfxtp_1 (100%)
yosys-stat-area_um2 = 320.3
synth_cell_type_count = 1
ys_seq_share_pct = 100.0
yosysWarnings = 1
syn-cell-area_um2 = 320.3
yosysCellCount = 16
synth-seq-cells = 16
syn_avg_cell_area_um2 = 20.02
syn_inst = 16
## cell usage in the layout (no fill, tap or decap), drive strengths merged
cell / Yosys / final
clkdlybuf4s15: 0 / 7
clkbuf: 0 / 11
clkdlybuf4s50: 0 / 16
dfxtp: 16 / 16
buf: 0 / 1
## routing by layer
| layer | share of wire (%) | up-vias | global-route usage (%) |
|---|---|---|---|
| met4 | 0.97 | 0 | 0.8803 |
| li1 | - | 119 | - |
| met1 | 36 | 115 | 3.411 |
| met3 | 8.1 | 2 | 1.818 |
| met5 | 0 | - | 0 |
| met2 | 55 | 8 | 5.297 |
## where the power goes
| part | switching [W] | internal (W) |
|---|---|---|
| registers | 0.00000785 | 0.000672 |
| clock network | 0.000179 | 0.000139 |
| logic | 0.0000128 | 0.0000817 |
## state kept, by name, indices dropped and copies added, names as in the netlist
name / count
opcode: 5
addr_mode: 1
address: 10
## kinds of logic after synthesis
| logic type | count (synthesis) | share of synthesized area [%] |
|---|---|---|
| flops | 16 | 100.0 |
## cell type report
cell class / instances / area [um^2] / share of cell area, %
Timing Repair Buffer: 32 / 275.3 / 40.59
Tap cell: 46 / 57.56 / 8.487
Clock buffer: 3 / 22.52 / 3.321
Sequential cell: 16 / 322.8 / 47.60
## per-stage QoR
step	util [%]	setup WS, ns	cell area [um^2]	total power, W	cells
after floorplan	-	0.5385	320.3	0.0006848	16
final	19.85	0.04020	678.2	0.001092	97
after CTS	20.95	0.001656	715.7	0.001135	97
after detailed placement	20.44	0.02674	698.2	0.0008169	94
after global routing	19.85	0.001152	678.2	0.001154	97
after global placement	20.44	0.02969	698.2	0.0008152	94
## cell usage after synthesis
library cell  instances
dfxtp_1              16
## worst max path at each step
stage,slack (ns),cells after the start,from,end
5_1_grt,0.001,1,addr_mode,addr_mode
4_1_cts,0.002,1,opcode[0],opcode[0]
6_report,0.04,1,addr_mode,addr_mode
## timing repair
| action | 4_1_cts | 5_1_grt |
|---|---|---|
| pin swaps | 0 | 0 |
| hold buffers | 0 | 0 |
| resized | 33 | 10 |
| endpoints found under the setup margin | 16 | 8 |
No activity file was given, so power comes from the tool's default toggle rates.
