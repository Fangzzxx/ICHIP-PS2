<file path="run.sh">
#!/bin/bash
# OpenROAD 26Q1-2900-gdf79404cd8, Yosys 0.63+post, stock flow scripts
make -C /OpenROAD-flow-scripts/flow DESIGN_CONFIG=/design/flow/config.mk WORK_HOME=/design/flow/orfs finish
</file>
<file path="constraint.sdc">
current_design CalC

set clk_period 13.3
set clk_io_pct 0.2

create_clock -name clk0 -period $clk_period

set non_clock_inputs [all_inputs -no_clocks]
set_input_delay [expr $clk_period * $clk_io_pct] -clock clk0 $non_clock_inputs
set_output_delay [expr $clk_period * $clk_io_pct] -clock clk0 [all_outputs]
</file>
<file path="config.mk">
export PLATFORM = sky130hd
export DESIGN_NAME = CalC
export DESIGN_NICKNAME = CalC
export VERILOG_FILES = /design/flow/design.v
export SDC_FILE = /design/flow/constraint.sdc
export NUM_CORES = 4
export LEC_CHECK = 1
export CORE_AREA = 10 10 95 95
export DIE_AREA = 0 0 105 105
</file>
<file path="design.v">
`timescale 1ns / 1ps
module CalC(o,zr,ng,x,y,zx,nx,zy,ny,f,no);
    input [15:0] x,y;
    input zx,nx,zy,ny,f,no;
    output [15:0] o;
    output zr,ng;
    wire [15:0] X,Y;
    assign X = ((~zx)&(~nx))?x:((~zx)&nx)?(~x):(zx&(~nx))?16'b0:(~16'b0);
    assign Y = ((~zy)&(~ny))?y:((~zy)&ny)?(~y):(zy&(~ny))?16'b0:(~16'b0);
    assign o = ((~f)&(~no))?(X&Y):((~f)&no)?(~(X&Y)):(f&(~no))?(X+Y):(~(X+Y));
    assign zr = (o==0);
    assign ng = o[15];
endmodule
</file>
==> job_summary.md <==
## Implementation flow summary

| Metric | Value |
|---|---|
| Post-cts sizing count | `0` |
| Fin crit period | `9.55 ns` |
| CP endpoint kind | `output pin` |
| Die W | `around 110 um` |
| WL final | `4890 um` |
| Leak pwr | `0.897 nW` |
| Vias in the first global route | `1,703` |
| ANT nets after route | `0` |
| Worst setup margin | `around 3.7 ns` |
| Hold Path Class | `input pin to output pin` |
| Setup TNS | `0 ns` |
| Chip Height | `105 um` |
| Synth warn | `0` |
| Syn Area/Cell | `between 7 and 8 um^2` |
| Core ar. | `0.00691 mm^2` |
| Max Cap Viol | `0` |
| Wire per inst | `12.4 um` |
| Chip Area, Yosys | `0.00181 mm^2` |
| CP endpoint | `zr` |
| Final setup fails | `0` |
| Max-slew violation count | `0` |
| Area grow syn2layout | `35.2%` |
| Placer Congestion | `0.796` |
| Synthesized cell area | `between 0.0015 and 0.002 mm^2` |
| Hold WS | `6.50 ns` |
| FP Util | `0.262` |
| Largest net degree at the start of global routing | `26` |
| Die area | `0.0110 mm^2` |
| Crit. Startpoint | `ny` |
| Fmax | `105 MHz` |
| Post-CTS setup buffers | `0` |
| Fin. Hold Viols | `0` |
| Crit path required time | `10.64 ns` |
| Gate Count Post-Synth | `256` |
| Pwr dens | `66.7 mW/mm^2` |
| Via count | `1,813` |
| Comb area | `0.00171 mm^2` |
| Share of layout cells above drive strength 1 | `0.0400` |
| Crit-path slowest cell | `clkdlybuf4s50_1` |
| Post-Layout Cell Count | `396` |
| GRT Util Overall | `0.0854` |
| Dpl ws | `3.73 ns` |
| VDD IR max | `between 0.015 and 0.02 mV` |
| Clk_buf instances | `0` |
| Seq/Total Area, Yosys | `0` |
| Critical path depth | `14` |
| Worst EP arrival | `just under 7 ns` |
| Initial antenna violation count | `0` |
| Dominant logic cell type in the layout | `clkdlybuf4s50_1` |
| Dpl hpwl | `4260 um` |
| DR iter-0 viols | `56` |
| Vias per inst | `between 4 and 5` |
| N_diodes | `0` |
| CP max FO | `16` |
| CP startpoint kind | `input pin` |
| Worst slew margin | `0.432` |
| Storage cell area | `0 um^2` |
| OpenROAD warning count | `32` |
| Top Ports | `56` |
| Buf/Inv on CP | `3` |
| Largest stage delay, worst path | `1.02 ns` |
| Setup Crit Path Kind | `input pin to output pin` |
| Fillcell total | `~730` |
| Outcome | `finished clean` |
| Pre-antenna DRT Iters | `6` |
| Cell Type Count | `approximately 55` |
| PortBufs | `56` |
| CP cell instances | `clkdlybuf4s50_1, xnor2_1, ha_1, inv_1, fa_1, nor2b_1, o21ai_2, a21oi_1, o21ai_1, xor2_1, mux2i_1, or4_1, nor4_2, clkdlybuf4s50_1` |
| Crit path top cell by count | `clkdlybuf4s50_1` |
| CTS Hold Buffers Added | `0` |
| Flop count | `0` |
| First-pass GRT wire length | `8340 um` |
| RSZ-0062 raised after global routing | `false` |
| Drt drc | `0` |
| Final worst path period share | `0.718` |
| Core Rows | `30` |
| Cell family with most CP delay | `buffers and inverters` |
| Final core occ | `0.354` |
| Dpl cells | `approximately 400` |
| Most frequent logic cells in the routed design | `clkdlybuf4s50_1, xnor2_1, nand2b_1, nand2_1, ha_1` |
| Total grt overflow | `0` |
| Ys cells | `between 200 and 300` |
| Slew at the pin closest to its max-slew limit | `about 0.85 ns` |
==> cell usage after synthesis (all sizes together) (3+ instances only) <==
cell type / number / share of area
nand2: 20 / 0.041
mux2i: 4 / 0.022
ha: 16 / 0.11
nand2b: 36 / 0.12
a21oi: 16 / 0.046
o2111ai: 3 / 0.015
a21o: 3 / 0.012
nor2: 13 / 0.027
buf: 4 / 0.012
nor4: 4 / 0.017
inv: 10 / 0.021
xor2: 9 / 0.044
nand3: 6 / 0.019
o311ai: 4 / 0.019
o21a: 3 / 0.012
nor2b: 4 / 0.014
xnor2: 40 / 0.19
o21ai: 9 / 0.027
clkbuf: 10 / 0.021
o211ai: 4 / 0.017
or2: 4 / 0.014
==> power by group <==
part / total, mW / switching [mW] / internal [mW]
clock network: 0 / 0 / 0
registers: 0 / 0 / 0
logic: 0.163 / 0.0752 / 0.0881
total: 0.163 / 0.0752 / 0.0881
==> through the flow <==
step           cell area (um^2)  power (mW)
2_1_floorplan              1810       0.106
3_3_place_gp               2450       0.164
3_5_place_dp               2450       0.164
4_1_cts                    2450       0.165
5_1_grt                    2450       0.184
6_report                   2450       0.163
==> cells by family (layout without fill, tap and decap cells) <==
family	Yosys count	after routing	share of synthesized area
buffers and inverters	24	68	0.0532
adder cells (fa/ha/maj)	17	17	0.122
multiplexers	6	6	0.0346
XOR/XNOR	49	49	0.237
AND-OR/OR-AND	62	62	0.254
AND/OR/NAND/NOR	98	98	0.299
==> per-layer routing <==
| metal | global-route usage | wire length, um |
|---|---|---|
| met1 | 0.128 | 2510 |
| met2 | 0.121 | 1930 |
| met5 | 0 | 0 |
| met4 | 0 | 0 |
| met3 | 0.0292 | 448 |
==> worst min-delay path by stage <==
| stage | startpoint | depth (start not counted) | slack [ns] | endpoint |
|---|---|---|---|---|
| after global routing | no | 4 | 6.56 | o[1] |
| after CTS | no | 4 | 6.51 | o[13] |
| final | no | 4 | 6.50 | o[13] |
==> cell type report <==
class,instances,share of cell area
well taps,96,0.0491
repair buffers,58,0.235
multi-input cells,232,0.700
inverters,10,0.0153
Power is estimated from default activity; no workload was simulated.
