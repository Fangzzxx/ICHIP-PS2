## run.sh

```bash
#!/bin/bash
# OpenROAD 26Q1-2900-gdf79404cd8, Yosys 0.63+post, stock flow scripts
make -C /OpenROAD-flow-scripts/flow DESIGN_CONFIG=/design/flow/config.mk WORK_HOME=/design/flow/orfs finish
```

## config.mk

```make
export PLATFORM = sky130hd
export DESIGN_NAME = Accumulator
export DESIGN_NICKNAME = Accumulator
export VERILOG_FILES = /design/flow/design.v
export SDC_FILE = /design/flow/constraint.sdc
export NUM_CORES = 4
export LEC_CHECK = 1
export CORE_AREA = 10 10 70 70
export DIE_AREA = 0 0 80 80
```

## constraint.sdc

```tcl
current_design Accumulator

set clk_period 1.0
set clk_io_pct 0.2

create_clock -name clk0 -period $clk_period [get_ports {load_acc}]

set non_clock_inputs [all_inputs -no_clocks]
set_input_delay [expr $clk_period * $clk_io_pct] -clock clk0 $non_clock_inputs
set_output_delay [expr $clk_period * $clk_io_pct] -clock clk0 [all_outputs]
```

## design.v

```verilog
`timescale 1ns / 1ps
module Accumulator(acc_out,acc_in,load_acc,rst);
    input load_acc,rst;
    input [15:0] acc_in;
    output reg [15:0] acc_out;
    always @(posedge load_acc or posedge rst) begin
        if(rst) acc_out <= 15'b0;
        else if(load_acc) acc_out <= acc_in;
    end
endmodule
```

==> results.txt <==
crit path DAT = 0.77 ns
maximum vdd drop = 0.901 mV
crit-path leading delay family = flip-flops
vias in the first global route = 294
share of layout cells above drive strength 1 = 38.2%
Tmin final = 0.972 ns
Critical Path Source Type = flip-flop
leakage = 0.000352 µW
WL/cell = 12.6 µm
Area growth syn-to-layout = 90.1%
row count = 21
vias per cell = 2.59
count of tool warnings = 26
core area = 0.00342 mm²
Final Instance Area = 768 µm²
Mapped Area = 404 µm²
Initial Util = 11.8%
register share after synthesis = 99.1%
FMAX = 1030 MHz
antenna fix cells = 0
initial antenna violation count = 0
adder share = 0%
Multiplexer share = 0%
number of enable flip-flop cells = 0
CTS sink count = 16
ANT nets after route = 0
synth top area cells = dfrtp_1 99%, inv_1 0.93%
gr ovfl total = 0
combinational share of power = 9.6%
RSZ-0062 raised after global routing = true
synthesized instance count = 17
Largest register FFs = 16
Internal = 986 µW
Yosys top cell by instances = dfrtp_1
Sw Ratio = 18.4%
clock root buffer = clkbuf_4
Synth top cells by count = 16 x dfrtp_1, 1 x inv_1
top-area cell type share of the netlist area = 99.1%
instance count on the critical path = 1
yosys stat chip area = 404 µm²
Worst-path clk slew = 0.09 ns
warnings from Yosys = 1
Setup Fix Bufs, Post-CTS = 0
yosys aoi share = 0%
status = finished, final reports clean
largest net degree at the start of global routing = 17
placed cell area = 812 µm²
Pins Over Slew Limit = 0
Setup WS pre-CTS = 0.00209 ns
ys cells = 17
comb_multi_in = 0
crit path cell chain = buf_2
HP Class = input port to async pin
cycle use final = 97.2%
Synth area leader = dfrtp_1
top_reg_cell synth = dfrtp_1
simple-gate area share of the yosys netlist = 0%
part of the power in registers = 56.7%
Worst Setup Path Type = flip-flop to output port
setup violators final = 0
CP peak stage delay = 0.38 ns
slew margin rel. = 93.9%
first-pass GRT wire length = 1.66 mm
vias = 262
DIE AREA = 0.00640 mm²
FFs w/ async S/R, synth = 100%
Worst-Margin Slew = 0.0909 ns
synthesized area per cell = 23.8 µm²
H-tree Lvls = 1
CP max-delay cell = dfrtp_1
Synth logic family = buffers and inverters
drt initial violations = 8
Final Core Density = 22.5%
Bufs and invs on worst path = 1
Die W = 80 µm
area of the multi-input gates = 0 µm²
Worst Slack Setup Final = 0.0283 ns
routed wire length = 1.27 mm
Clk network pwr share = 33.7%
CTS Hold Bufs = 0
Total GRT Usage = 3.71%
CP Max Fanout = 1
I/O pins = 34
crit end category = output port
Final Hold Vio Count = 0
CTS tree = done
Net Switching = 222 µW
Cell variety after synth = 2
Reg with most FFs = acc_out
port bufs = 33
Resized cells post-CTS = 50
Clock Path Buffers = 2
yosys xor share = 0%
TritonRoute pass-1 iters = 2
Num CTS Buffers = 3
pwr dens = 1570 mW/mm²
gpl congestion = 0.610
CP Data Required Time = 0.80 ns
Top Registers = acc_out x16
die height = 80 µm
Seq cells post-synth = 16
total of max-cap violations = 0
DR DRC count = 0
## placed cells by master, fill, tap and decap left out
| cell type | synthesis | routed |
|---|---|---|
| inv_1 | 1 | 1 |
| clkdlybuf4s50_1 | 0 | 17 |
| clkbuf_4 | 0 | 3 |
| clkbuf_8 | 0 | 1 |
| buf_12 | 0 | 1 |
| dfrtp_1 | 16 | 16 |
| buf_2 | 0 | 16 |
## power groups by stage
stage                 registers [µW]  clock network [µW]  logic [µW]
after global routing             689                 450         128
final                            685                 407         116
after CTS                        686                 420         121
## logic make-up after synthesis
| kind of cell | Yosys count |
|---|---|
| buffers and inverters | 1 |
| flip-flops | 16 |
## through the flow
step | TNS [ns] | total power [µW] | hold WS [ns] | cells
2_1_floorplan | 0 | 701 | 0.114 | 17
3_3_place_gp | 0 | 850 | 0.519 | 97
3_5_place_dp | 0 | 853 | 0.520 | 97
4_1_cts | 0 | 1230 | 0.205 | 101
5_1_grt | -0.0738 | 1270 | 0.205 | 101
6_report | 0 | 1210 | 0.208 | 101
## final cells by class
cell class	count	area (µm²)
clock buffers	4	36.3
fillers	380	2650
inverters	1	3.75
flip-flops and latches	16	400
well taps	46	57.6
repair buffers	34	270
## tightest hold or removal path, stage by stage
cell and delay (ns):
clkdlybuf4s50_1 0.39, inv_1 0.09, buf_12 0.15
## worst paths after layout
check / to / slack (ns) / start
max in group asynchronous: acc_out[15] / 0.67 / rst
min in group clk0: acc_out[2] / 0.34 / acc_in[2]
worst max-delay path: acc_out[6] / 0.03 / acc_out[6]
worst min-delay path: acc_out[6] / 0.21 / rst
## metal layers
metal	share of wire, %	global-route usage [%]
met5	0	0
met3	19	4.09
met2	51	6.42
met4	0	0.176
met1	30	2.84
No activity file was given, so power comes from the tool's default toggle rates.
